`design/flow/run.sh`:
```
#!/bin/bash
# OpenROAD 26Q1-2900-gdf79404cd8, Yosys 0.63+post, stock flow scripts
make -C /OpenROAD-flow-scripts/flow DESIGN_CONFIG=/design/flow/config.mk WORK_HOME=/design/flow/orfs finish
```
`design/flow/config.mk`:
```
export PLATFORM = sky130hd
export DESIGN_NAME = reg_file
export DESIGN_NICKNAME = reg_file
export VERILOG_FILES = /design/flow/design.v
export SDC_FILE = /design/flow/constraint.sdc
export NUM_CORES = 4
export LEC_CHECK = 1
export CORE_UTILIZATION = 50
```
`design/flow/constraint.sdc`:
```
current_design reg_file

set clk_period 2.9
set clk_io_pct 0.2

create_clock -name clk0 -period $clk_period [get_ports {clk}]

set non_clock_inputs [all_inputs -no_clocks]
set_input_delay [expr $clk_period * $clk_io_pct] -clock clk0 $non_clock_inputs
set_output_delay [expr $clk_period * $clk_io_pct] -clock clk0 [all_outputs]
```
`design/flow/design.v`:
```
module reg_file #(parameter ADDR_WIDTH = 3, DATA_WIDTH = 8)(
    input logic clk,
    input logic w_en,
    input logic [ADDR_WIDTH-1:0] r_addr,
    input logic [ADDR_WIDTH-1:0] w_addr,
    input logic [DATA_WIDTH-1:0] w_data,
    output logic [DATA_WIDTH-1:0] r_data
);
    logic [DATA_WIDTH-1:0] memory [0:2**ADDR_WIDTH-1];
    always_ff@(posedge clk)
    begin
        if(w_en)
            memory[w_addr]<=w_data;
    end
    assign r_data = memory[r_addr];
endmodule
```
==> reports/metrics.cfg <==
[placement]
dp_worst_setup_slack_ns = -0.213
hpwl_um = 2680
finalWeightedCongestion = 0.738
count_of_input_and_output_buffers = 23

[timing]
unrepaired_setup_endpoints_after_global_routing = no
fmaxAchievable_mhz = 355
final_setup_fails = 0
final_slew_viol_count = 0
report.final.hold_viol_count = 0
worst_slew_margin_rel_pct = 71.3
post-route-period-util_pct = 97.2
total_negative_setup_slacks_ns = 0
timing.hold.ws_ns = 0.983
period_needed_ns = 2.82
postLayoutSetupSlackWorst_ns = 0.0818
tightest_slew_ns = 0.427

[drt]
post_drt_wl_per_cell_um = 19.2
drtAntennaViolNets = 0
vias = 1204
routed_wl_um = 4200
dr.pass1.iters = 4
vias_per_cell = 5.52
antenna_cells_inserted = 0
drcViolationCount = 0
detailedRoute.firstIterationViolations = 62

[pwr]
final_total_power_mw = 1.76
peakVddDrop_mv = 0.297
power.switching_mw = 0.334
power.share.sequential_pct = 59.8
cellLeakagePower_nw = 1.05
internal_power_mw = 1.43
p_sw_share_pct = 19.0
pwr-share-comb_pct = 7.9
cellPowerDensity_nw_per_um2 = 571
clockPowerShare_pct = 32.2

[floorplan]
floorplan.core_util_pct = 52.9
die_height_um = 73.2
floorplan.io_pins = 24
die_area_sq_um = 5350
die_width_um = 73.2
coreArea_sq_um = 4790
rows = 25

[layout]
fillerInstances = 334
area.combinational_sq_um = 566
largest_reg_flops = 64
drive_gt1_share_pct = 21.2
biggestRegsByFlops = memory x64
flow.area_growth_from_synthesis_pct = 22.0
register_bank_with_the_most_flops = memory
seqCellArea_sq_um = 1920

[clock_network]
htreeDepth = 3
clock-root-buffer = clkbuf_8
cts.sinks = 64
tritoncts = done
ctsLongestPathBuffers = 2
number_of_cells_upsized_or_downsized_after_cts = 4
cts_hold_buffers = 0
postCtsSetupRepairBufs = 0
cts-buffers-inserted = 9
clkSlewWorstSetupHoldPaths_ns = 0.05

[yosys]
count_of_flip_flops_with_a_built_in_enable_after_synthesis = 64
synth_chip_area_sq_um = 2530
netlist_instances = 106
synth.logic.top_family = multiplexers
async_set_reset_flop_share_out_of_synthesis_pct = 0
synth-warning-count = 1
yosysTopAreaCell = edfxtp_1
yosys.cell_types.count = 13
postSynthRegisterBits = 64
post_synth_mux_area_share_pct = 20.0
post_synth_seq_share_pct = 75.9
synth_largest_type_area_fraction_pct = 75.9
synthAdderAreaFrac_pct = 0
synth.area.top_cells = edfxtp_1 76%, mux4_1 16%, mux2_2 3.6%, mux4_2 0.89%, nor2_1 0.89%
postSynthAreaPerCell_sq_um = 23.9
synth.top_cells.by_count = 64 x edfxtp_1, 15 x mux4_1, 8 x mux2_2
synth-cells-yosys = 106
post_synth_xor_area_fraction_pct = 0
netlist_area_sq_um = 2530
simple_gate_share_pct = 2.32
yosys.area_share.aoi_pct = 0
synth_dominant_cell_count = edfxtp_1
yosys_most_used_dff = edfxtp_1

[flow_run]
tool_warnings = 25
cap_violations = 0

[grt]
grt_antenna_before_repair = 0
wire_length_of_the_first_global_routing_pass_um = 6550
globalRouteOverflowTotal = 0
grt_max_degree = 17
grt_pass1_vias = 1278
grt_util_all_layers_pct = 19.8

[run_status]
outcome = completed

[min_path]
hold_crit_path_type = in -> reg

[worst_setup_path]
worst_path_fanout_max = 8
critPathTopFamily = multiplexers
start_kind = input pin
critical_path_endpoint_category = output pin
crit_chain = clkdlybuf4s15_2, buf_12, mux4_1, mux2_2, clkdlybuf4s50_1
critPathKind = in -> out
slowest_stage = mux4_1
critPathBufInv = 3
max_stage_delay_ns = 0.57
arrival_worst_endpoint_ns = 2.24
critical_path_required_ns = 2.32

## power by group through the flow
stage	clock (mW)	sequential, mW	combinational (mW)
CTS	0.583	1.06	0.143
global route	0.622	1.06	0.152
finish	0.568	1.06	0.140
## layout make-up
cell class,instances,area share [%]
repair buffers,36,12.1
flip-flops and latches,64,62.2
clock buffers,11,4.25
multi-input cells,37,18.3
clock inverters,3,0.365
well taps,67,2.71
## cell families (layout without fill, tap and decap cells)
family,count (synthesis),count (layout)
multiplexers,24,24
flip-flops,64,64
AND/OR/NAND/NOR,13,13
buffers and inverters,5,50
## path summary, 6_finish.rpt
path	from	to	slack [ns]	cells after the start
setup / recovery	r_addr[0]	r_data[5]	0.08	5
hold / removal	w_data[7]	memory[5][7]	0.98	1
## per-layer routing
metal	track usage (%)	part of all wire, %
met2	30.3	54
met1	30.5	35
met5	0	0
met4	3.05	1.5
met3	9.38	9.4
## metrics by stage
step	util [%]	std cells	instance area (sq um)
global placement	60.9	203	2920
detailed placement	60.9	203	2920
CTS	64.5	218	3090
global route	64.5	218	3090
floorplan	-	106	2530
finish	64.5	218	3090
## layout by cell type, fill, tap and decap left out
cell / instances
clkbuf_8: 9
clkdlybuf4s15_2: 1
mux4_2: 1
clkdlybuf4s50_1: 22
clkbuf_1: 2
nand2b_1: 3
nand2_1: 2
mux4_1: 15
mux2_2: 8
nor2_1: 6
buf_12: 2
buf_4: 10
clkinv_1: 3
buf_16: 1
edfxtp_1: 64
nor3_1: 2
Power figures rest on the tool's default switching activity, not on a simulated workload.
